**./config.mk**
```make
export PLATFORM = sky130hd
export DESIGN_NAME = top
export DESIGN_NICKNAME = top
export VERILOG_FILES = /design/flow/design.v
export SDC_FILE = /design/flow/constraint.sdc
export NUM_CORES = 4
export LEC_CHECK = 1
export CORE_UTILIZATION = 30
```
**./constraint.sdc**
```tcl
current_design top

set clk_period 6.2
set clk_io_pct 0.2

create_clock -name clk0 -period $clk_period [get_ports {clk}]

set non_clock_inputs [all_inputs -no_clocks]
set_input_delay [expr $clk_period * $clk_io_pct] -clock clk0 $non_clock_inputs
set_output_delay [expr $clk_period * $clk_io_pct] -clock clk0 [all_outputs]
```
**./design.v**
```verilog
module bcdto7seg (BCD, SSeg);  
  input [3:0] BCD;
  output reg [0:6] SSeg;
  reg [3:0]bcd_int  = 4'b0000;
always @ ( * ) begin
  case (BCD)
     0: SSeg = 7'b0000001;  
	 1: SSeg = 7'b1001111;  
	 2: SSeg = 7'b0010010;  
	 4'd3: SSeg = 7'b0000110;  
	 4'd4: SSeg = 7'b1001100;  
	 4'd5: SSeg = 7'b0100100;  
	 4'd6: SSeg = 7'b0100000;  
	 4'd7: SSeg = 7'b0001111;  
	 4'd8: SSeg = 7'b0000000;  
	 4'd9: SSeg = 7'b0000100;  
		4'd10: SSeg = 7'b0001000;  
		4'd11: SSeg = 7'b1100000;  
		4'd12: SSeg = 7'b0110001;  
		4'd13: SSeg = 7'b1000010;  
		4'd14: SSeg = 7'b0110000;  
		4'd15: SSeg = 7'b0111000;  
    default:
    SSeg = 7'b1111110;
  endcase
end
endmodule
module bintobcd (  
  input [13:0] bitIn, 	 
  output[3:0] bcdunits,  
  output[3:0] bcdtens,	 
  output[3:0] bcdcents,	 
  output[3:0] bcdmils	 
);
 assign bcdmils  = bitIn / 1000;
 assign bcdcents = (bitIn % 1000) / 100; 
 assign bcdtens  = (bitIn / 10) % 10;
 assign bcdunits = bitIn % 10;
endmodule
module clk_div(clk, rst, fdiv_1,fdiv_2,fdiv_3,fdiv_4); 
input clk;  
input rst;  
output reg fdiv_1;  
output reg fdiv_2; 
output reg fdiv_3; 
output reg fdiv_4; 
parameter LIM_1 = 26'd25000000;  
parameter LIM_2 = 26'd2500000; 
parameter LIM_3 = 26'd250000; 
parameter LIM_4 = 26'd25000; 
parameter SIZE = $clog2(LIM_1);   
reg [SIZE-1:0] counter_1; 	 
reg [SIZE-1:0] counter_2;	 
reg [SIZE-1:0] counter_3;	 
reg [SIZE-1:0] counter_4;	 
always @(posedge clk) begin  	 
    if (counter_1 == LIM_1) begin 
        counter_1 <= 'd0;
        fdiv_1 <= ~fdiv_1;
    end else begin
    counter_1 <= counter_1+1;
    end
end
always @(posedge clk) begin   
    if (counter_2 == LIM_2) begin 
        counter_2 <= 'd0;
        fdiv_2 <= ~fdiv_2;
    end else begin
    counter_2 <= counter_2+1;
    end
end
always @(posedge clk) begin   
     if (counter_3 == LIM_3) begin 
        counter_3 <= 'd0;
        fdiv_3 <= ~fdiv_3;
    end else begin
    counter_3 <= counter_3+1;
    end
end
always @(posedge clk) begin   
     if (counter_4 == LIM_4) begin 
        counter_4 <= 'd0;
        fdiv_4 <= ~fdiv_4;
    end else begin
    counter_4 <= counter_4+1;
    end
end
endmodule
module tiempos( 
input clk,
input rst,
output reg [SIZE-1:0] counter_1
);
parameter LIM_1 = 10000;  
parameter SIZE = $clog2(LIM_1); 
always @(posedge clk) begin  
    if(~rst) begin			 
        counter_1 <= 0;
    end else if (counter_1 == LIM_1) begin  
        counter_1 <= 0;
    end else begin
    counter_1 <= counter_1+1;   
    end	 
end
endmodule
module top (  
input clk,	 
input rst,	 
input [3:0]select,  
output reg [0:6]seg, 
output reg [3:0] an  
);
wire clk_1hz,clk_10hz,clk_100hz,clk_1000hz;  
clk_div clk_div (  
.clk(clk),
.rst(rst),
.fdiv_1(clk_1hz), 
.fdiv_2(clk_10hz),
.fdiv_3(clk_100hz),
.fdiv_4(clk_1000hz)
);
wire [13:0] cronometro_s;  
 reg clk_seleccionado;   
always@(*) begin   
	case (select) 
		4'b0001 : clk_seleccionado <= clk_1hz;
		4'b0010 : clk_seleccionado <= clk_10hz;
		4'b0100 : clk_seleccionado <= clk_100hz;
		4'b1000 : clk_seleccionado <= clk_1000hz;
		default : clk_seleccionado <= 0;
	endcase
end
tiempos t_1 (clk_seleccionado,rst,cronometro_s);  
wire [3:0] btbcd_u;  
wire [3:0] btbcd_d;	 
wire [3:0] btbcd_c;	 
wire [3:0] btbcd_m;	 
bintobcd btbcd_1 (cronometro_s,btbcd_u,btbcd_d,btbcd_c,btbcd_m);  
wire [0:6] seg_u;  
wire [0:6] seg_d;	 
wire [0:6] seg_c;	 
wire [0:6] seg_m;	 
bcdto7seg sseg_u (btbcd_u,seg_u);  
bcdto7seg sseg_d (btbcd_d,seg_d);	 
bcdto7seg sseg_c (btbcd_c,seg_c);	 
bcdto7seg sseg_m (btbcd_m,seg_m);	 
 reg [1:0]rotar_an ;  
always @(posedge clk_1000hz ) begin  
	case(rotar_an)
		2'd0 : begin an = 4'b1110 ; seg <= seg_u ; rotar_an <= rotar_an +1 ; end
		2'd1 : begin an = 4'b1101 ; seg <= seg_d ; rotar_an <= rotar_an +1 ; end 
		2'd2 : begin an = 4'b1011 ; seg <= seg_c ; rotar_an <= rotar_an +1 ; end
		2'd3 : begin an = 4'b0111 ; seg <= seg_m ;rotar_an <= rotar_an +1 ; end
		default : an <= 4'b1111;
		endcase
end
endmodule
```
**./run.sh**
```bash
#!/bin/bash
# OpenROAD 26Q1-2900-gdf79404cd8, Yosys 0.63+post, stock flow scripts
make -C /OpenROAD-flow-scripts/flow DESIGN_CONFIG=/design/flow/config.mk WORK_HOME=/design/flow/orfs finish
```
==> commit_impl_results.txt <==
Refresh implementation metrics

- Gates resized during post-CTS repair numbered 0.
- The timing report shows the most common cell along the critical path to be nand3_1.
* Detailed-route via count: ~12000
- Average wire per standard cell: around 14 µm
- Leaving out filler cells and counting taps, the final layout contains 2219.
- Post-CTS Setup Inserts: 0
- In this run the cell area of the synthesized design comes to approximately 0.013 mm².
* Clock Skews: about 0.011 ns
- Of the available clock period, the critical path in the final layout requires 36.5%.
- During synthesis, Yosys emitted a total of 4 warnings.
- The longest incremental delay of any stage on the critical path is reported as between 0.3 and 0.4 ns.
* # diodes: 0
- The flow ran to the end, and the final reports show no timing, DRC or antenna violations.
* Nature of the critical path endpoint: flop
- Synthesized instance count: 1713
- In this run the vertical extent of the chip is ~210 µm.
- Core box area: 0.0419 mm²
- Summed negative setup slack over all endpoints: 0 ns
- Cell types occupying the most area after synthesis: dfxtp_1, xnor2_1, nand2_1, nor2_1, ha_1
- Worst Path Required: between 6 and 7 ns
* Area leader share: between 10% and 20%
* Cell with the largest stage delay on the worst path: dfxtp_1
- After layout, the worst setup slack is ~4 ns.
- In this build the clock could be raised as far as between 0.4 and 0.5 GHz.
- In the synthesized netlist the dominant register cell turns out to be dfxtp_1.
- Per the run summary, max-cap violations total 0.
* Power Density: between 90 and 100 mW/mm²
- After synthesis, the chip area reported by Yosys is ~0.013 mm².
- The via count of the first global-routing pass was between 10000 and 15000.
* Area delta synth->final: 7.38%
* Port-buffer cells: 16
- Arrival time reported for the critical path endpoint: about 2.5 ns
* Max transition margin: between 30 and 40%
- Initial standard-cell utilization of the core: about 30%
- The completed layout was analyzed and its total power is 0.00127 W.
- The chip occupies around 0.043 mm².
- Per the CTS log, the maximum H-tree level is 3.
* Final core utilization: ~33%
- Clock-pin slew reported for the worst setup and hold paths after clock tree synthesis: approximately 0.07 ns
* CP max FO: 5
- Post-detail-place hpwl: 23600 µm
- Sum of overflow across all layers after global routing: 0
- Library cell used as clock root buffer: clkbuf_16
* Type of the setup path with the least slack: reg -> reg
* Antenna-violating nets left: 0
* Count of endpoints failing hold in the final timing report: 0
- Summing all flip-flop and latch instances after layout gives approximately 0.0027 mm².
* Count of library flops with an enable pin: 4
* Horiz. Die Dim: 208 µm
- Number of cells in the yosys synthesis report: between 1500 and 2000
- Register pins left without a clock: 27
- The first detailed-routing pass ran for 7 iterations.
* RSZ-0062 raised after global routing: no
- The biggest area contributor in the post-synthesis netlist is dfxtp_1.
* Number of register bits inferred by synthesis: 131
- Standard-cell row count: approximately 75
- Total of fill cells in the finished design: between 4000 and 5000
* Number of top-level pins: 17
- Endpoints left unconstrained: 38
- Hold repair after CTS inserted 0 buffers.
* Tool warnings: roughly 59
- Entering global routing, the biggest net connects 36 pins.
* Worst min-delay path class: reg -> reg
* Number of distinct standard cells referenced by the synthesized netlist: ~120
- Fraction of registers with async set/reset: 0%
* Sequential cell area fraction in the yosys report: 20.9%
- Measured slew at the worst slew-check pin: ~0.9 ns
- CTS added clock buffers totalling 9.
* Clock latency reported for the late side of the worst-skew pair: ~0.35 ns
* Clock tree from TritonCTS: yes
- The final timing report derives a shortest allowable period of ~2.3 ns.
- Peak VDD IR: between 0.1 and 0.15 mV
* Worst setup SP type: flop
- Per the final layout report, the fraction of cells sized above drive strength 1 comes to between 6 and 7%.
- The longest clock path from root to sink contains 2 buffers.
* Number of vias per cell after detailed routing: between 5 and 6
- Sequence of cells on the critical path: ha_1 -> nand3_1 -> nor2_1 -> and2_1 -> nor2b_1 -> nand3_1 -> nor3_1 -> nand3_1 -> xor2_1 -> nor2_1
* Initial antenna violation count: 0
* Total area of multi-input combinational cells: between 0.009 and 0.01 mm²
- RePlAce ended its routability-driven mode at a weighted congestion of a little over 0.9.
- Post-synthesis average cell area: about 7.5 µm²
- For this design the static power due to leakage is just under 5 nW.
* Worst setup slack before clock tree synthesis: ~4.0 ns
- DRT iter0 DRCs: 986
* Setup violation total in the final timing report: 0
- First-pass GRT wire length: 53600 µm
- GRT Total Usage: between 10% and 20%
- Routed WL: 31200 µm
- Per the placement report, the placed cell count is 2203.
- The routed layout reports a DRC error count of 0.
* Max Transition Viols Final: 0
## where the power goes
group | leakage [nW] | internal [W] | total, W | switching [W]
logic | 3.70 | 0.00000875 | 0.0000194 | 0.0000106
clock network | 0.154 | 0.000309 | 0.000577 | 0.000268
registers | 1.07 | 0.000676 | 0.000677 | 0.00000125
total | 4.92 | 0.000994 | 0.00127 | 0.000280
## layer usage
layer	vias up	track usage, %	wire length (µm)
met5	-	0	0
met4	0	2.27	524
met3	36	0.909	1150
met2	261	23.2	14000
met1	5689	22.0	15500
li1	6243	-	-
## cell usage after synthesis, types with 6 or more instances
cell,instances
nand2_1,191
nor2_1,190
dfxtp_1,127
xnor2_1,116
nand3_1,93
a21oi_1,77
o21ai_0,70
inv_1,53
clkbuf_1,52
ha_1,51
nor3_1,43
xor2_1,38
and3_1,36
or3_1,26
nand4_1,25
buf_2,24
a211oi_1,23
a31oi_1,22
nor4_1,22
o211ai_1,22
and2_1,17
nor2b_1,17
mux2i_1,16
nand2b_1,16
a211o_1,13
o21a_1,13
o31a_1,11
o221ai_1,10
nor4b_1,9
o2111ai_1,9
o21ai_1,9
a41oi_1,8
nand3b_1,8
o22ai_1,8
o31ai_1,8
a22oi_1,7
a311oi_1,7
a31o_2,7
nor3b_1,7
o32ai_1,7
a21o_1,6
a221oi_1,6
buf_4,6
o32a_1,6
or4_1,6
## placed cells by master (no fill, tap or decap), types with 11 or more instances in the layout
| cell | count |
|---|---|
| xnor2_1 | 116 |
| nor2b_1 | 17 |
| mux2i_1 | 16 |
| o21a_1 | 13 |
| nor3_1 | 43 |
| and3_1 | 36 |
| nor4_1 | 20 |
| o31a_1 | 11 |
| o21ai_0 | 70 |
| clkdlybuf4s50_1 | 16 |
| xor2_1 | 38 |
| a211o_1 | 13 |
| or3_1 | 26 |
| and2_1 | 17 |
| a31oi_1 | 22 |
| nand2b_1 | 16 |
| nor2_1 | 190 |
| dfxtp_1 | 127 |
| nand4_1 | 25 |
| nand2_1 | 191 |
| buf_4 | 22 |
| a21oi_1 | 77 |
| ha_1 | 51 |
| o211ai_1 | 22 |
| inv_1 | 53 |
| a211oi_1 | 23 |
| nand3_1 | 93 |
## state kept, by name, summed over array words and instances, names as in the netlist
name               flops
clk_div.fdiv_2         1
seg                    7
clk_div.fdiv_4         1
clk_div.fdiv_1         1
an                     4
rotar_an               2
clk_div.counter_4     25
clk_div.counter_1     25
t_1.counter_1         14
clk_div.counter_3     25
clk_div.fdiv_3         1
clk_div.counter_2     25
## cell type report
| class | count | share of cell area, % |
|---|---|---|
| Timing Repair Buffer | 38 | 2.37 |
| Multi-Input combinational cell | 1435 | 69.4 |
| Sequential cell | 131 | 19.4 |
| Tap cell | 539 | 4.92 |
| Clock inverter | 6 | 0.456 |
| Inverter | 60 | 1.65 |
| Clock buffer | 10 | 1.83 |
## cell families after synthesis
family | Yosys count | share of synthesized area (%)
AND/OR/NAND/NOR | 759 | 30.0
AND-OR/OR-AND | 443 | 26.1
multiplexers | 23 | 2.12
flip-flops | 131 | 20.9
XOR/XNOR | 155 | 10.7
adder cells (fa/ha/maj) | 55 | 5.31
buffers and inverters | 147 | 4.92
## worst paths after layout
kind / startpoint / end / slack, ns / cells past startpoint
setup / recovery: clk_div.counter_1[0] / clk_div.counter_1[24] / 3.94 / 10
setup reg to reg: clk_div.counter_1[0] / clk_div.counter_1[24] / 3.94 / 10
hold reg to reg: clk_div.counter_3[24] / clk_div.counter_3[24] / 0.46 / 1
hold / removal: clk_div.counter_3[24] / clk_div.counter_3[24] / 0.46 / 1
## worst max-delay path: cells and delay by family, from the launching register on
family	cells	cell delay, ns
xor gates and xnor gates	1	0.17
and+or+nand+nor	8	1.40
DFF	1	0.38
adders and majority gates	1	0.20
## per-stage QoR
step / area [µm²] / hold WS, ns
after CTS: 13700 / 0.465
after detailed placement: 13400 / 0.452
after global placement: 13400 / 0.441
after global routing: 13700 / 0.479
final: 13700 / 0.462
after floorplan: 12800 / 0.426
Power and IR drop assume default switching activity.
